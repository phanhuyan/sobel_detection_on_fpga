==> ./run.sh <==
#!/bin/bash
# OpenROAD 26Q1-2900-gdf79404cd8, Yosys 0.63+post, stock flow scripts
make -C /OpenROAD-flow-scripts/flow DESIGN_CONFIG=/design/flow/config.mk WORK_HOME=/design/flow/orfs finish
==> ./config.mk <==
export PLATFORM = sky130hd
export DESIGN_NAME = memory_RAM
export DESIGN_NICKNAME = memory_RAM
export VERILOG_FILES = /design/flow/design.v
export SDC_FILE = /design/flow/constraint.sdc
export NUM_CORES = 4
export LEC_CHECK = 1
export CORE_AREA = 10 10 114 114
export DIE_AREA = 0 0 124 124
==> ./constraint.sdc <==
current_design memory_RAM

set clk_period 2.4
set clk_io_pct 0.2

create_clock -name clk0 -period $clk_period [get_ports {clk}]

set non_clock_inputs [all_inputs -no_clocks]
set_input_delay [expr $clk_period * $clk_io_pct] -clock clk0 $non_clock_inputs
set_output_delay [expr $clk_period * $clk_io_pct] -clock clk0 [all_outputs]
==> ./design.v <==
`timescale 1ns / 1ps
module memory_RAM
	#(
		parameter width = 8, 					 
		parameter depth_bits = 2				 
	) 
	(
		input clk,
		input write_en,
		input [depth_bits-1:0] write_address,
		input [width-1:0] write_data_in,
		input read_en,    
		input [depth_bits-1:0] read_address,
		output reg [width-1:0] read_data_out
	);
    reg [width-1:0] RAM [0:2**depth_bits-1];
    wire [depth_bits-1:0] address;
    wire enable;
    assign enable = read_en | write_en;
    assign address = write_en? write_address:read_address;
	always @(posedge clk)
	begin
		 if (enable)
		 begin
			if (write_en)
				RAM[address] <= write_data_in;
		 else
			read_data_out <= RAM[address];
		 end
	end
endmodule
==> run summary <==
fresh numbers from the pnr run: hpwl dp=1.92 mm, hold path depth=1, Post-Route Setup TNS=0 ns, Antenna Diode Count=0, pin slew with the least headroom to its limit=0.254 ns, final wirelength=2.58 mm, VDD IR max=325 uV, DRC violations left=0, CTS buffer count=5, Reg-to-Reg Start=RAM[3][0], Final GP Congestion=0.723, cell area after synthesis=1510 sq um, Multiplexer share=16.9%, max-slew violations=0, DIE AREA=15400 sq um, share of cells above drive strength 1=17.6%, Hold Crit Start=RAM[0][5], tightest hold margin=0.616 ns, R2R setup slack=1.28 ns, ys cells=57, Syn-to-layout area delta=34.0%, post-CTS resize count=0, initial antenna violation count=0, Top Layout Cells=edfxtp_1, clkdlybuf4s50_1, mux4_1, outcome=finished, final reports clean, Hold Path End=read_data_out[5], pwr/cell area=663 nW/um^2, Via-to-Cell Ratio=2.91, Simple-Gate Area Share=2.74%, core area=10400 sq um, Chip Width=124 um, yosys stat area=1510 sq um, Rows=37, Synth top area share=79.6%, clk_skew=0.00242 ns, Leakage=0.640 nW, slew margin rel.=83.0%, CP Capture Type=flop, tool warnings=25, Critical Path RT=2.42 ns, Yosys cell types=10, Root Buffer=clkbuf_8, yosys warns=1, endpoints failing hold=0, Logic family by area=multiplexers, Synth flops=40, CP Class=in -> reg, H-tree Lvls=2, initial DRC count=12, # hold bufs at CTS=0, Post-synth area hogs=edfxtp_1, mux4_1, mux2i_4, buf_6, and3b_2, Hold/Removal Path Class=reg -> reg, number of global-route vias before repair=794, Commonest Layout Cell=edfxtp_1, RR Endpoint=read_data_out[0], wire per inst=11.4 um, register share after synthesis=79.6%, Avg Synthesized Cell Area=26.5 sq um, CTS tree=done, die span in y=124 um, gr usage total=3.59%, CP startpoint=write_en, XOR-XNOR Cells, Area Fraction=0%, Syn Inst Count=57, max_cap viols=0, CP Max Fanout=8, fin crit share=81.7%, pin count of the biggest net entering global routing=13, cell taking the most area after synthesis=edfxtp_1, Boundary Pins=23, CTS clk-pin slew, worst paths=0.07 ns, Clock Sinks=40, Detailed Routing Iterations Pass 1=3, GR Overflow Total=0, first-pass GRT wire length=4.11 mm, aoi share=0%, FP Util=14.5%, Critical Path Start Type=input pin, Post-CTS Setup Bufs=0, crit path time final=1.96 ns, ANT nets after route=0, Max Root-Sink Buffers=2, clk latency late pin=0.28 ns, yosys adder share=0%, IO buf count=22, reg2reg path depth=1, routed vias=660, setup-violating endpoint count in the final report=0, f_max=510 MHz, RSZ-0062 raised after global routing=no, Arr. time, crit path=1.98 ns
-- cells in the mapped netlist --
library cell  count
edfxtp_1         40
mux4_1            8
mux2i_4           2
and2b_2           1
and3_2            1
and3b_2           1
buf_6             1
nand2_1           1
nor2_1            1
nor3b_1           1
-- per-layer routing --
layer	part of all wire [%]	GRT usage, %
met1	41	4.21
met2	47	5.56
met3	11	2.34
met4	0.89	0.576
met5	0	0
-- worst max-delay path, stage by stage --
cell and delay, ns:
clkdlybuf4s50_1 0.54, mux2i_4 0.27, buf_12 0.15, mux4_1 0.54
-- worst max-delay path by stage --
stage | end | slack (ns)
CTS | read_data_out[0] | 0.44
global route | read_data_out[1] | 0.38
finish | read_data_out[0] | 0.44
-- report_power, final --
group          internal (W)  switching, W
Sequential         0.000808    0.00000688
Combinational     0.0000690     0.0000413
Clock              0.000201      0.000215
Total               0.00108      0.000263
-- area by class of cell --
class,count,area (sq um)
Tap cell,136,170
Fill cell,1102,8390
Timing Repair Buffer,27,270
Clock inverter,2,11.3
Clock buffer,6,72.6
Multi-Input combinational cell,16,297
Sequential cell,40,1200
-- metrics by stage --
stage / power [W] / util [%] / std cells / cell area [sq um] / setup WS, ns
floorplan: 0.000877 / - / 57 / 1510 / 0.619
global placement: 0.000942 / 18.6 / 219 / 1940 / 0.133
detailed placement: 0.000944 / 18.6 / 219 / 1940 / 0.129
CTS: 0.00135 / 19.4 / 227 / 2020 / 0.439
global route: 0.00141 / 19.4 / 227 / 2020 / 0.380
finish: 0.00134 / 19.4 / 227 / 2020 / 0.439
-- kinds of logic (layout without fill, tap and decap cells) --
family	after synthesis	after routing
flops	40	40
buf+inv	1	35
simple gates	6	6
mux	10	10
-- state kept, by name (all words and copies together) (netlist names) --
signal	cells
RAM	32
read_data_out	8
Power and IR drop assume default switching activity.
